==> /design/flow/design.v <==
module PlsCnt(CLK, RESET, TRIIN, PHO, write,Tao_Q, Cnt_Stream,RDY);
input CLK,RESET, write,TRIIN,PHO; 
input [31:0] Tao_Q;  
output reg [63:0] Cnt_Stream=0; 
output reg RDY=1'b0;
reg [31:0] Tao;
reg [31:0] PHO_cnt=0;
reg [1:0]tri_1=2'b0;
always @(posedge CLK)
	if (TRIIN==1'b1 && tri_1==2'b0)begin
		tri_1<=tri_1+1;	
		end
	else if	(TRIIN==1'b1 && tri_1!=2'b0)begin
		tri_1<=tri_1+1;
		end
	else begin
		tri_1=0;
		end
always @(posedge PHO) begin
		PHO_cnt<=PHO_cnt+1'b1;
end	
reg tmp=0;
reg [31:0] CLK_cnt=1'b1,Cnt_tmp1=1'b0,Cnt_tmp2=1'b0;
always @(posedge CLK)
		if (RESET) begin
			RDY<=1'b0;
			Cnt_Stream[63:0]<=0;
			CLK_cnt<=1'b1;
			Cnt_tmp1<=0;
			Cnt_tmp2<=0;
			tmp<=0;
			Tao<=16'hffff;
			end
		else if (write) begin
			Tao<=Tao_Q;
			end	
		else if (tri_1==2'b01 && (CLK_cnt)%Tao!=1'b0) begin
			CLK_cnt<=CLK_cnt+1'b1;
			RDY<=1'b0;
			Cnt_Stream[63]<=1'b1;
			tmp<=1'b1;
			end
		else if (tri_1==2'b01 && (CLK_cnt)%Tao==1'b0)begin
			Cnt_tmp2=PHO_cnt-Cnt_tmp1;
			Cnt_tmp1=PHO_cnt;
			Cnt_Stream[63:32]=Cnt_tmp2;
			Cnt_Stream[31:0]=CLK_cnt;
			CLK_cnt=CLK_cnt+1'b1;
			Cnt_Stream[63]=1'b1;
			CLK_cnt=1'b1;		
			RDY=1'b1;
			end
		else if (tri_1!=2'b01 && (CLK_cnt)%Tao!=1'b0)begin
			CLK_cnt<=CLK_cnt+1'b1;
			RDY<=1'b0;
			end	
		else if (tri_1!=2'b01 && (CLK_cnt)%Tao==1'b0 && tmp==1'b0) begin
			Cnt_tmp2=PHO_cnt-Cnt_tmp1;
			Cnt_tmp1=PHO_cnt;
			Cnt_Stream[63:32]=Cnt_tmp2;
			Cnt_Stream[31:0]=CLK_cnt;
			Cnt_Stream[63]=1'b0;
			RDY=1'b1;
			CLK_cnt=CLK_cnt+1'b1;
			end
		else if (tri_1!=2'b01 && (CLK_cnt)%Tao==1'b0 && tmp==1'b1) begin
			tmp=1'b0;
			Cnt_tmp2=PHO_cnt-Cnt_tmp1;
			Cnt_tmp1=PHO_cnt;
			RDY=1'b1;
			Cnt_Stream[63:32]=Cnt_tmp2;
			Cnt_Stream[31:0]=CLK_cnt;
			Cnt_Stream[63]=1'b1;
			CLK_cnt=1'b1;		
			end
endmodule
==> /design/flow/run.sh <==
#!/bin/bash
# OpenROAD 26Q1-2900-gdf79404cd8, Yosys 0.63+post, stock flow scripts
make -C /OpenROAD-flow-scripts/flow DESIGN_CONFIG=/design/flow/config.mk WORK_HOME=/design/flow/orfs finish
==> /design/flow/config.mk <==
export PLATFORM = sky130hd
export DESIGN_NAME = PlsCnt
export DESIGN_NICKNAME = PlsCnt
export VERILOG_FILES = /design/flow/design.v
export SDC_FILE = /design/flow/constraint.sdc
export NUM_CORES = 4
export LEC_CHECK = 1
export CORE_UTILIZATION = 50
==> /design/flow/constraint.sdc <==
current_design PlsCnt

set clk_period 265.5
set clk_io_pct 0.2

create_clock -name clk0 -period $clk_period [get_ports {CLK}]
create_clock -name clk1 -period $clk_period [get_ports {PHO}]

set non_clock_inputs [all_inputs -no_clocks]
set_input_delay [expr $clk_period * $clk_io_pct] -clock clk0 $non_clock_inputs
set_output_delay [expr $clk_period * $clk_io_pct] -clock clk0 [all_outputs]
==> deck_impl_summary.md <==
Synthesis and Place & Route Summary

Drt
  – Metal3 WL: 14,500 um
  – DR WL/cell: 23.2 um
  – Pre-antenna DRT Iters: 6
  – Total number of vias: 42,635
  – Drt initial violations: 3,776
  – Vias per inst: 6.37
  – Residual DRC: 0
  – Wl on met1: 70,000 um
  – Routed length on met2: 63,600 um
  – Antenna Violating Nets Remaining: 0
  – Final WL: 156,000 um
  – DR top layer: met5

Layout
  – Logic area: 33,700 sq um
  – Final Core Density: 0.546
  – Layout area overhead: 7.99%
  – Layout filler cell count: 7,575
  – Layout cells sized above 1: 0.0575
  – Sequential cell area: 3880 sq um

Power and ir drop
  – Max VDD drop: 0.00000452 V
  – Total power: 92.4 uW
  – PwrDens: 2.18 nW/um^2
  – LEAKAGE: 0.0200 uW

Yosys
  – Async SR Flop Fraction: 0
  – Yosys warns: 1
  – Max-area cell share: 0.182
  – Cell Area, Synth: 39,100 sq um
  – Cell area leaders: ha_1 18%, dfxtp_1 9.9%, nand2_1 7.2%
  – Unique cell types: 108
  – Post-synth EDFFs: 0
  – Avg Inst Size Synth: 6.98 sq um
  – Top-count cell post-synth: nand2_1
  – Post-synth regs: 194
  – Post-Synthesis Cells: 5,606
  – Synth top cells by count: 749 x nand2_1, 568 x ha_1, 516 x nor2_1, 502 x a21oi_1, 290 x o21ai_0
  – Yosys stat chip area: 39,100 sq um
  – Post-synthesis sequential area ratio: 0.0992
  – Most common reg cell: dfxtp_1
  – # Cells Yosys: 5,606
  – Synth area leader: ha_1

Clock network
  – CTS tree: done
  – CTS Hold Bufs: 0
  – Sink Count: 194
  – # Post-CTS Setup Buffers: 0
  – Reg clk slew, reported paths: 0.08 ns
  – Post_cts resized: 0

Setup path
  – R2R cell count: 292
  – CP Launch Type: flip-flop
  – Top cell by count, worst path: ha_1
  – Reg2reg setup slack: 181.51 ns
  – Required time of the critical path: 265.83 ns
  – RR Startpoint: Tao[11]
  – CP max-delay cell: a221oi_1
  – Setup CP Type: flip-flop to flip-flop
  – Reg-to-Reg End: CLK_cnt[29]
  – Critical Path Sink Type: flip-flop
  – CP max stage delay: 1.03 ns
  – Arrival @ worst endpoint: 84.32 ns
  – Critical path peak fanout: 27

GRT
  – Initial antenna violation count: 4
  – Number of global-route vias before repair: 38,638
  – First-pass GRT wire length: 234,000 um
  – Overflow after GRT: 0
  – Largest net degree at the start of global routing: 53
  – Gr usage total: 0.394

Die
  – Die Y: 282 um
  – Full die area: 79,400 sq um
  – CORE AREA: 77,500 sq um
  – FP Util: 0.505
  – I/O pin cnt: 102
  – Die Wd: 282 um
  – # rows: 102

STA
  – Setup TNS: 0 ns
  – WHS: 0.300 ns
  – Clock skew: 0.0192 ns
  – Worst Tran Pin Value: 1.25 ns
  – Max-slew violations: 0
  – Final Hold Viols: 0
  – Final setup margin: 181.51 ns
  – Unrepaired setup endpoints after global routing: false
  – Worst rel slew slack: 0.168
  – Final setup vio count: 0

Placement
  – GPL Wtd Cong: 1.09
  – IO Port Bufs: 100
  – Pre-CTS WS: 183.97 ns
  – Final HPWL DP: 124,000 um

Min path
  – Hold Path Class: flip-flop to flip-flop
  – Hold depth: 2
  – Hold Path Sink: Cnt_tmp1[15]
  – Hold path start: PHO_cnt[15]

Job
  – OpenROAD warning count: 33
  – Max-cap violations: 0

Run status
  – Outcome: finished clean
## area by class of cell
type,count,area share
inverters,239,0.0212
multi-input cells,4990,0.798
well taps,1040,0.0308
diodes,1,0.0000592
clock inverters,15,0.00465
flip-flops and latches,194,0.0919
repair buffers,195,0.0404
clock buffers,24,0.0132
## flip-flops by register name, summed over array words and instances, names as in the netlist
register	count
Cnt_Stream	64
tri_1	2
Tao	32
tmp	1
RDY	1
CLK_cnt	32
PHO_cnt	31
Cnt_tmp1	31
## how the worst max path moves through the flow
| stage | start | slack [ns] | cells after the start | end |
|---|---|---|---|---|
| finish | Tao[11] | 181.51 | 292 | CLK_cnt[29] |
| global route | Tao[10] | 176.34 | 291 | CLK_cnt[29] |
| CTS | Tao[11] | 183.72 | 289 | CLK_cnt[29] |
## cells in the final DEF, fill, tap and decap left out, types with 24 or more instances in the layout
cell type	count
nor2b_1	49
ha_1	568
xnor2_1	243
o31ai_1	40
nand3_1	148
o21ai_1	24
o21a_1	135
and2_1	54
a21o_1	140
inv_1	233
a31oi_1	65
and4_1	25
nand2_1	749
nand4_1	73
a21oi_1	499
or3_1	66
or2_2	56
buf_4	96
o21ai_0	288
mux2i_1	44
o21bai_1	34
nand2b_1	63
xor2_1	179
clkdlybuf4s50_1	98
mux2_2	39
nor3_1	180
a211oi_1	58
dfxtp_1	194
o211ai_1	87
nor4_1	30
nor2_1	515
and3_1	56
## cells by family (layout without fill, tap and decap cells)
family | Yosys count | in the layout | synth area share
mux | 83 | 83 | 0.0225
flops | 194 | 194 | 0.0992
fa+ha+maj | 570 | 570 | 0.183
buf+inv | 422 | 473 | 0.0415
simple gates | 2156 | 2156 | 0.261
other cells | 0 | 1 | 0
compound gates | 1759 | 1759 | 0.299
xor+xnor | 422 | 422 | 0.0944
## metal layers
layer	up-vias	GRT usage
met5	-	0
met4	6	0.156
met3	309	0.0859
met2	1754	0.567
met1	19727	0.572
li1	20839	-
## worst max-delay path: cells and delay by family, from the launching register on
kind	cells	cell delay (ns)
compound gates	160	45.06
xor+xnor	2	0.29
fa+ha+maj	32	10.02
buf+inv	11	3.02
flops	1	0.34
mux	1	0.42
simple gates	86	24.51
## power by group
part | switching (uW) | internal, uW
Combinational | 19.2 | 10.0
Clock | 14.8 | 17.8
Sequential | 0.873 | 29.6
Total | 34.9 | 57.4
## per-stage QoR
step	instances	cell area (sq um)
6_report	6698	42300
5_1_grt	6697	42300
4_1_cts	6697	42300
3_5_place_dp	6658	41500
3_3_place_gp	6658	41500
2_1_floorplan	5606	39100
Power and IR drop assume default switching activity.
